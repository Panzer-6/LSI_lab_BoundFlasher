`flow/config.mk`:
```
export PLATFORM = sky130hd
export DESIGN_NAME = bound_flasher
export DESIGN_NICKNAME = bound_flasher
export VERILOG_FILES = /design/flow/design.v
export SDC_FILE = /design/flow/constraint.sdc
export NUM_CORES = 4
export LEC_CHECK = 1
export CORE_AREA = 10 10 110 110
export DIE_AREA = 0 0 120 120
```
`flow/constraint.sdc`:
```
current_design bound_flasher

set clk_period 2.7
set clk_io_pct 0.2

create_clock -name clk0 -period $clk_period [get_ports {clk}]

set non_clock_inputs [all_inputs -no_clocks]
set_input_delay [expr $clk_period * $clk_io_pct] -clock clk0 $non_clock_inputs
set_output_delay [expr $clk_period * $clk_io_pct] -clock clk0 [all_outputs]
```
`flow/design.v`:
```
module bound_flasher(clk, flick, led_out);
	input clk, flick;
	reg[0:3] state;
	reg rollBack;
	output reg[0:15] led_out;
	initial led_out = 0;
	initial state = 0;
	initial rollBack = 0;
	always@(posedge clk) begin
		case (state)
			0: begin  
				if (flick) begin
					led_out <= 16'b1000000000000000;
					state <= 1;
				end
			end
			1: begin  
				led_out <= (led_out >>> 1) + 16'b1000000000000000;
				if (led_out == 16'b1111100000000000) begin
					if (flick) rollBack <= 1;
					state <= 2;
				end
			end
			2: begin  
				led_out <= (led_out <<< 1);
				if (led_out == 16'b0000000000000000) begin
					if (rollBack) begin
						state <= 1;
						rollBack <= 0;
					end
					else state <= 3;
				end
			end
			3: begin  
				led_out <= (led_out >>> 1) + 16'b1000000000000000;
				if (led_out == 16'b1111111111000000) begin
					if (flick) rollBack <= 1 ;
					state <= 4;
				end
			end
			4: begin  
				led_out <= (led_out <<< 1);
				if (led_out == 16'b1111110000000000) begin
					if (rollBack) begin
						state <= 7;
						rollBack <= 0;
					end
					else state <= 5;
				end
			end
			5: begin  
				led_out <= (led_out >>> 1) + 16'b1000000000000000;
				if (led_out == 16'b1111111111111111) begin
					state <= 6;
				end
			end
			6: begin 
				led_out <= (led_out <<< 1);
				if (led_out == 16'b0000000000000000) begin
					state <= 0;
				end
			end
			7: begin  
				led_out <= (led_out >>> 1) + 16'b1000000000000000;
				if (led_out == 16'b1111111111000000) begin
					if (flick) begin
						rollBack <= 1;
						state <= 4;
					end
					else state <= 6;
				end
			end
			default: state <= 0;
		endcase
	end
endmodule
```
`flow/run.sh`:
```
#!/bin/bash
# OpenROAD 26Q1-2900-gdf79404cd8, Yosys 0.63+post, stock flow scripts
make -C /OpenROAD-flow-scripts/flow DESIGN_CONFIG=/design/flow/config.mk WORK_HOME=/design/flow/orfs finish
```
==> flow_summary.ini <==
; synthesis and place-and-route metrics
[clocking]
tritoncts.num_buffers = 3
h-tree-depth = 1
clk_pin_slew_ns = 0.07
cts_hold_buf = 0
cts_setup_buffers = 0
clock_sink_count = 20
worstSkewPairLatency_ns = 0.25
cts.root.buffer_cell = clkbuf_8
clk_path_buf_depth = 2
cts_tree = done
cts_resized = 0

[floorplan]
chipHeight_um = 120
rows = 36
dieArea_um2 = 14400
fp.dieW_um = 120
core_area_um2 = 9770
number_of_top_level_pins = 18
floorplan.core_util_pct = 10.6

[route]
wl_per_cell_um = 10.4
firstDrtPassIters = 4
via_per_inst = 3.31
route.antenna.remaining_nets = 0
drt_drc_violations_left = 0
antenna_cells_inserted = 0
drt_wl_total_um = 2450
num_vias = 779
drt_first_iter_violations = 99

[placed_design]
hpwlAfterDp_um = 1830
postPlaceCellArea_um2 = 1350
io_buffers = 17
preCtsSetupSlack_ns = 0.517
gpl.final_weighted_congestion = 0.733

[worst_setup_path]
type_of_the_setup_path_with_the_least_slack = reg2reg
critical_path_arrival_ns = 2.09
setup.reg_to_reg.worst_slack_ns = 0.51
worstReg2RegStart = led_out[10]
timing.critical_path.required_ns = 2.60
reg2reg_to = state[2]
setup.worst_path.end_class = register
ff2ff_path_depth = 5
worstPathMaxFanout = 5
worstSetupStartpointType = register

[global_routing]
grt_usage_pct = 3.31
grt_first_pass_wirelength_um = 3950
grt_start_max_net_pins = 21
grt_antenna_before_repair = 0
overflow = 0
grt_pass1_vias = 735

[synth]
post_synth.cell_area_avg_um2 = 12.3
yosysUniqueCellTypes = 33
synth.largest_area_cell = edfxtp_1
ys_cells = 84
synthesis.yosys.warnings = 1
synth_top_area_share_pct = 58.0
ys_chip_area_um2 = 1040
seq_area_frac_synth_pct = 58.0
mapped_area_um2 = 1040
synth_area_leaders = edfxtp_1 58%, a22o_1 10%, nand2b_1 2.4%
synth-seq-cells = 20
post_synth_inst_count = 84

[min_path]
number_of_cells_on_the_worst_hold_path = 1
hold-path-endpoint = rollBack
worstHoldPathType = reg2reg
holdCritStartpoint = rollBack

[final_timing]
timing_max_transition_violations_final = 0
setup_repair_after_global_routing_missed_its_margin = no
timing_worst_slew_pin_value_ns = 0.483
fin_skew_ns = 0.00341
aggregate_negative_setup_slack_ns = 0
finalCritPeriodShare_pct = 81.3
setup_viol = 0
timing.final.crit_period_ns = 2.19
post-route-worst-setup-slack_ns = 0.505
report.final.hold_viol_count = 0
maxClockFrequency_mhz = 456
slew-limit-headroom_pct = 67.6

[power_and_ir_drop]
finalPower_mw = 1.57
share_comb_of_total_power_pct = 40.5
power.static_leakage_nw = 0.452
sequentialPowerShare_pct = 47.2
intPower_mw = 1.03
p_per_area_nw_per_um2 = 1130
vdd_ir_drop_max_v = 0.000277
p_clk_share_pct = 12.3
power_switching_share_pct = 34.6
total_switching_power_uw = 544

[flow_run]
warnings = 25
max_cap_violations = 0

[layout]
drive_above_1_share_pct = 8.82
area_growth_pct = 34.9
post_route_cell_area_um2 = 1400

[status]
status = finished clean
Yosys cell counts:
master,count
a21o_1,1
a21oi_1,3
a22o_1,12
a22o_2,2
a311oi_1,1
a41oi_1,1
and2_1,1
and3_1,2
buf_1,1
buf_2,1
buf_4,1
buf_6,2
clkbuf_1,1
edfxtp_1,20
mux2i_1,1
nand2_1,5
nand2b_1,4
nand3_1,1
nand3_2,1
nand3b_1,2
nand4_1,1
nor2_1,5
nor2b_1,1
nor3_1,2
nor4_1,2
o21ai_0,2
o21ai_1,1
o22a_1,1
o31a_1,1
o41ai_1,1
or3_1,1
or4_1,2
xnor2_1,1
final cells by class:
cell class | count | area, µm²
Fill cell | 1098 | 8380
Clock buffer | 3 | 41.3
Multi-Input combinational cell | 58 | 393
Sequential cell | 20 | 601
Clock inverter | 1 | 3.75
Timing Repair Buffer | 20 | 193
Tap cell | 133 | 166
layout by cell type (no fill, tap or decap):
master and count:
edfxtp_1 20, clkdlybuf4s50_1 17, a22o_1 12, nor2_1 5, nand2_1 5, nand2b_1 4
a21oi_1 3, clkbuf_8 3, buf_4 3, a22o_2 2, nand3b_1 2, o21ai_0 2
nor4_1 2, or4_1 2, nor3_1 2, and3_1 2, nor2b_1 1, a21o_1 1
and2_1 1, o31a_1 1, or3_1 1, nand3_2 1, nand3_1 1, mux2i_1 1
o41ai_1 1, o21ai_1 1, a41oi_1 1, nand4_1 1, a311oi_1 1, xnor2_1 1
o22a_1 1, clkinv_1 1
registers in the layout, summed over array words and instances, names as in the netlist:
signal	count
rollBack	1
state	3
led_out	16
kinds of logic (layout without fill, tap and decap cells):
| logic type | count (synthesis) | count (layout) | share of synthesized area (%) |
|---|---|---|---|
| AOI/OAI and AO/OA | 26 | 26 | 19.9 |
| xor gates and xnor gates | 1 | 1 | 0.846 |
| buffers and inverters | 6 | 24 | 4.11 |
| DFF | 20 | 20 | 58.0 |
| muxes | 1 | 1 | 0.966 |
| and+or+nand+nor | 30 | 30 | 16.2 |
per-layer routing:
layer  vias up  routed length, µm  global-route usage (%)  share of wire (%)
li1        374                  -                       -                  -
met1       385               1130                    4.55                 46
met2        18               1110                    5.09                 45
met3         2                169                    1.14                6.9
met4         0                 36                   0.452                1.5
met5         -                  0                       0                  0
power groups by stage:
stage         registers (mW)  clock network, mW  logic (mW)
finish                 0.743              0.193       0.637
global route           0.783              0.211       0.718
CTS                    0.746              0.203       0.656
worst max-delay path by stage:
stage	startpoint	depth (start not counted)	end
5_1_grt	led_out[10]	5	state[3]
6_report	led_out[10]	5	state[2]
4_1_cts	led_out[10]	5	state[3]
critical path, stage by stage (launching register included):
cell and delay [ns]:
edfxtp_1 0.47, nor4_1 0.32, nand2_1 0.15, o41ai_1 0.34, o21ai_1 0.13, a311oi_1 0.42
per-stage QoR:
step	instances	hold WS (ns)	utilization, %
floorplan	84	0.553	-
global placement	231	0.581	13.8
detailed placement	231	0.593	13.8
CTS	235	0.612	14.3
global route	235	0.658	14.3
finish	235	0.606	14.3
Power and IR drop assume default switching activity.
